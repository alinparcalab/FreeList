==> flow/design.v <==
module FreeList # 
(  parameter pEnScan  =  1,  
   parameter pEnFwd   =  1,  
   parameter pHwPhy0  =  1,  
   parameter pBitVecW = 16,  
   parameter pAlcIO   =  4,  
   parameter pDeAlcIO =  8   
)(  
   input  logic Clk,  
   input  logic Rsn,  
   input  logic Clr,  
   input  logic ScanEn,   
   input  logic ScanIn,   
   output logic ScanOut,  
   input  logic [pAlcIO-1:0] AllocReq,  
   output logic [pAlcIO-1:0] AllocVld,  
   output logic [pAlcIO-1:0][$clog2(pBitVecW)-1:0] AllocPhy,  
   input  logic [pDeAlcIO-1:0] DeAllocReq,  
   input  logic [pDeAlcIO-1:0][$clog2(pBitVecW)-1:0] DeAllocPhy,  
   output logic FreeListEmpty,  
   input  logic [pBitVecW-1:pHwPhy0] wBitVec,  
   input  logic weBitVec,                      
   output logic [pBitVecW-1:pHwPhy0] rBitVec,  
   output logic [pBitVecW-1:pHwPhy0] rBitVecFF  
);
   logic [pAlcIO-1:0][$clog2(pBitVecW)-1:0] 
         genPhyAddr;
   logic [pAlcIO-1:0][pBitVecW-1:pHwPhy0] 
         _Pickers_;
   logic [pBitVecW-1:pHwPhy0][pAlcIO-1:0] 
         Transpose_Pickers;      
   logic [pBitVecW-1:pHwPhy0][pDeAlcIO-1:0] 
         Transpose_Dealloc;
   logic [pBitVecW-1:pHwPhy0] 
         BitVecFF, BitVecLo, BitVecFwdMux, 
         Transpose_Pickers_Or_Tree, Transpose_Dealloc_And_Tree;
   logic [pAlcIO-1:0][pBitVecW-1:pHwPhy0] 
         BitVecOR;
   assign FreeListEmpty = & BitVecFwdMux;  
   for (genvar i=pHwPhy0; i<pBitVecW; i++)  
      for (genvar y=0; y<pAlcIO; y++)  
         assign Transpose_Pickers[i][y] = (_Pickers_[y][i] == 1'b1) & AllocReq[y];  
   for (genvar i=pHwPhy0; i<pBitVecW; i++)  
      assign Transpose_Pickers_Or_Tree[i] = (| Transpose_Pickers[i]);  
   for (genvar i=pHwPhy0; i<pBitVecW; i++)  
      for (genvar z=0; z<pDeAlcIO; z++)  
         assign Transpose_Dealloc[i][z] = ~(DeAllocReq[z] & DeAllocPhy[z] == i);  
   for (genvar i=pHwPhy0; i<pBitVecW; i++)  
      assign Transpose_Dealloc_And_Tree[i] = (& Transpose_Dealloc[i]);  
   for (genvar i=pHwPhy0; i<pBitVecW; i++)  
      assign BitVecLo[i] = Transpose_Pickers_Or_Tree[i] | (Transpose_Dealloc_And_Tree[i] & BitVecFF[i]);  
   if (pEnScan) assign ScanOut = BitVecFF[pBitVecW-1];
   else         assign ScanOut = 1'b0;
   always_ff @(posedge Clk or negedge Rsn)  
   if (!Rsn              ) BitVecFF <= 0                                     ; else  
   if ( Clr              ) BitVecFF <= 0                                     ; else  
   if ( ScanEn & pEnScan ) BitVecFF <= {BitVecFF[pBitVecW-2:pHwPhy0], ScanIn}; else  
   if ( weBitVec         ) BitVecFF <= wBitVec                               ; else  
                           BitVecFF <= BitVecLo                              ;       
   assign rBitVecFF = BitVecFF;
   for (genvar i=pHwPhy0; i<pBitVecW; i++)
      if(pEnFwd) assign BitVecFwdMux[i] = Transpose_Dealloc_And_Tree[i] & BitVecFF[i];  
      else       assign BitVecFwdMux[i] = BitVecFF[i];                                  
   assign rBitVec = BitVecFwdMux;                                    
   assign BitVecOR[0] = _Pickers_[0] | BitVecFwdMux;      
   for (genvar i=1; i<pAlcIO; i++)                         
      assign BitVecOR[i] = _Pickers_[i] | BitVecOR[i-1];  
   _picker_220220310_RenameFreeList_ #(.pW(pBitVecW)) i_picker0 (.iBitVec(BitVecFwdMux),.oBitVec(_Pickers_[0]));  
   for (genvar i=1; i<pAlcIO; i++)
      _picker_220220310_RenameFreeList_ #(.pW(pBitVecW)) i_picker1 (.iBitVec(BitVecOR[i-1]),.oBitVec(_Pickers_[i]));  
   always_comb begin
      for (integer k=0; k<pAlcIO; k++) genPhyAddr[k] = 0;  
      for (integer k=0; k<pAlcIO; k++)   
         for (integer i=pHwPhy0; i<pBitVecW; i++)  
            if (_Pickers_[k][i] == 1'b1) genPhyAddr[k] = i;  
   end  
   for (genvar y=0; y<pAlcIO; y++) begin     
      assign AllocPhy[y] = genPhyAddr[y];  
      assign AllocVld[y] = (| _Pickers_[y]) & AllocReq[y];  
   end
endmodule : FreeList
module _picker_220220310_RenameFreeList_ #
(  parameter pW = 16
)( input  logic [pW-1:0] iBitVec,
   output logic [pW-1:0] oBitVec
);
   assign oBitVec[0] = ~iBitVec[0];
   for(genvar i=1; i<pW; i++) assign oBitVec[i] = (& iBitVec[i-1:0]) & ~iBitVec[i];  
endmodule : _picker_220220310_RenameFreeList_
==> flow/run.sh <==
#!/bin/bash
# OpenROAD 26Q1-2900-gdf79404cd8, Yosys 0.63+post, stock flow scripts
make -C /OpenROAD-flow-scripts/flow DESIGN_CONFIG=/design/flow/config.mk WORK_HOME=/design/flow/orfs finish
==> flow/config.mk <==
export PLATFORM = sky130hd
export DESIGN_NAME = FreeList
export DESIGN_NICKNAME = FreeList
export VERILOG_FILES = /design/flow/design.v
export SDC_FILE = /design/flow/constraint.sdc
export NUM_CORES = 4
export LEC_CHECK = 1
export CORE_UTILIZATION = 50
==> flow/constraint.sdc <==
current_design FreeList

set clk_period 11.8
set clk_io_pct 0.2

create_clock -name clk0 -period $clk_period [get_ports {Clk}]

set non_clock_inputs [all_inputs -no_clocks]
set_input_delay [expr $clk_period * $clk_io_pct] -clock clk0 $non_clock_inputs
set_output_delay [expr $clk_period * $clk_io_pct] -clock clk0 [all_outputs]
==> changes_impl.md <==
### Changed

* Minimum clock period at 9.66 ns
* Crit path max fanout at 16
* Async SR Flop Fraction at 1.00
* Top flop regs: BitVecFF: 15 flops
* Longest Clk Path Bufs at 2
* Worst ir drop on vdd at 0.0338 mV
* Core Rows at 31
* HP Class: register to register
* Register area share after synthesis at 0.0953
* RSZ-0062 raised after global routing: false
* Average size of a mapped cell at about 6.5 um^2
* Global-route wire length before repair at 26,300 um
* Worst setup SP type: input pin
* Pwr/cell area at 51.5 mW/mm^2
* Syn. warnings at 9
* Worst-Margin Slew at 0.724 ns
* Post-Syn Area at 0.00394 mm^2
* Hold Buf Count CTS at 0
* CTS H-tree depth at 1
* Biggest area cells: dfrtp_1 9.5%, nor2_1 6.7%, o22ai_1 6.5%, a21oi_1 6.0%, nand2_1 5.5%
* Die width at roughly 91 um
* Total number of vias at roughly 5,600
* Pre-antenna DRT Iters at 8
* Die y size at 90.7 um
* TritonCTS clock tree: built
* Distinct lib cells at around 90
* Slew margin rel. at 0.517
* Antenna Cells at 0
* Post-synth EDFFs at 0
* DR DRC count at 0
* Grt total ovfl at 0
* GP Congestion at 1.18
* Pre-Place Util at 0.529
* Fmax at a little over 100 MHz
* Commonest Layout Cell: clkdlybuf4s50_1
* Final Cycle Share at 0.819
* P_leak at 1.67 nW
* Ys flop type: dfrtp_1
* Crit. End Element: output port
* Final Setup Violations at 0
* Layout cell share with drive strength beyond 1 at 0.0770
* Hold slack at 0.582 ns
* Final HPWL DP at 12,900 um
* Largest Register: BitVecFF
* Critical Path AT at 7.30 ns
* Num CTS Buffers at 3
* DR iter-0 viols at 516
* Final Hold Fails at 0
* Latency at later pin at between 0.2 and 0.3 ns
* CTS Sinks at 15
* Gr usage total at 0.403
* Routed WL at 16,700 um
* Post-CTS Setup Bufs at 0
* Vias per cell at approximately 6.9
* Resized cells post-CTS at 0
* Clock Skew at about 0.0063 ns
* Antenna violations before repair at 0
* OpenROAD warning count at 27
* Max reg flops at 15
* Yosys Chip Area at about 0.004 mm^2
* Crit Path Class: input pin to output port
* Average detailed-routed wire length per instance at between 20 and 25 um
* # port buffers at 116
* Most numerous logic cells after layout: 116 x clkdlybuf4s50_1, 70 x nor2_1, 58 x nand2_1
* Critical Path Slowest Stage Cell: clkdlybuf4s50_1
* Synth Register Bits at 15
* Die area at about 0.0082 mm^2
* Core Region at 0.00745 mm^2
* Post-Syn Instances at 604
* CP max stage delay at 0.57 ns
* Antenna-violating nets left at 0
* Yosys cell count at 604
* CP Cell Sequence: clkdlybuf4s50_1 > and3b_1 > a211oi_1 > nand4_1 > buf_4 > inv_1 > nand3_1 > nor2_2 > o31a_1 > a21o_2 > and3_1 > a211oi_1 > or4b_4 > o211ai_2 > clkdlybuf4s50_1
* Area leader share at 0.0953
* Status: finished clean
* Total negative slack at 0 ns
* Vias in the first global route at 5,010
* Critical path required time at 9.44 ns
* Max cap viols at 0
* Largest net degree at the start of global routing at 28
* Area leader, netlist: dfrtp_1
* I/O Pins at 117
* Root Driver: clkbuf_8
* Max Transition Viols Final at 0
* Synth-to-layout area growth at 31.6%
* Clock transition at path regs at 0.07 ns
## worst max-delay path, delay by kind of cell
kind,cells,cell delay (ns)
buf+inv,4,1.65
simple gates,6,2.03
compound gates,5,1.24
## cell usage after synthesis (13+ instances only)
| cell type | number |
|---|---|
| o22ai_1 | 41 |
| a21oi_1 | 47 |
| nand2b_1 | 15 |
| inv_1 | 25 |
| nand3b_1 | 16 |
| nand3_1 | 31 |
| nor3_1 | 30 |
| nand2_1 | 58 |
| o21ai_0 | 21 |
| dfrtp_1 | 15 |
| nor2_1 | 70 |
| a31oi_1 | 13 |
| clkbuf_1 | 19 |
## through the flow
| step | instance area [um^2] | instances | power [W] | utilization | setup WS [ns] |
|---|---|---|---|---|---|
| floorplan | 3940 | 604 | 0.000140 | - | 4.11 |
| global placement | 5130 | 796 | 0.000220 | 0.690 | 2.29 |
| detailed placement | 5130 | 796 | 0.000220 | 0.690 | 2.32 |
| CTS | 5180 | 800 | 0.000262 | 0.696 | 2.28 |
| global route | 5180 | 800 | 0.000281 | 0.696 | 1.82 |
| finish | 5180 | 800 | 0.000267 | 0.696 | 2.14 |
## area by class of cell
type,instances,area (um^2)
clock buffer,3,41.3
clock inverter,1,5.00
fill,612,2270
inverter,31,119
multi-input combinational,528,3300
sequential,15,375
tap,99,124
timing repair buffer,123,1210
## final timing paths
path	end	depth (start not counted)	slack (ns)	from
max in group asynchronous	BitVecFF[15]	1	8.80	Rsn
max reg2reg	BitVecFF[15]	11	7.86	BitVecFF[2]
min in group asynchronous	BitVecFF[1]	1	2.54	Rsn
min reg2reg	BitVecFF[3]	2	0.58	BitVecFF[2]
min	BitVecFF[3]	2	0.58	BitVecFF[2]
max	AllocPhy[12]	15	2.14	DeAllocPhy[13]
## power breakdown
part           internal [W]  leakage (nW)  switching (W)  total [W]
sequential        0.0000549         0.199     0.00000396  0.0000589
combinational     0.0000750          1.45      0.0000910   0.000166
clock             0.0000234        0.0255      0.0000186  0.0000419
total              0.000153          1.67       0.000114   0.000267
## per-layer routing
layer	up-vias	routed length [um]	track usage
li1	2542	-	-
met1	2454	6560	0.547
met2	476	7360	0.629
met3	86	1910	0.0752
met5	-	0	0
met4	0	858	0.169
## logic make-up (layout without fill, tap and decap cells)
group                    Yosys count  count (layout)  share of synthesized area
buffers and inverters             61             158                     0.0658
multiplexers                       2               2                    0.00540
adder cells (fa/ha/maj)            4               4                     0.0108
flip-flops                        15              15                     0.0953
XOR/XNOR                           9               9                     0.0200
AND/OR/NAND/NOR                  286             286                      0.377
AND-OR/OR-AND                    227             227                      0.426
No activity file was given, so power comes from the tool's default toggle rates.
